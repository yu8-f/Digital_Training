## flow/design.v

```verilog
`timescale 1ns / 1ps
module convert_to_10 (
    input wire clk,
    input wire rst,
    input wire start,
    input wire [399:0] binary,
    output reg [3:0] decimal,   
    output reg valid,           
    output reg done
);
    reg [399:0] shift_reg;
    reg [7:0] count;   
    reg active;
    always @(posedge clk) begin
        if (rst) begin
            shift_reg <= 0;
            decimal <= 0;
            count <= 0;
            done <= 0;
            valid <= 0;
            active <= 0;
        end else if (start) begin
            shift_reg <= binary;
            decimal <= 0;
            count <= 0;
            done <= 0;
            valid <= 0;
            active <= 1;
        end else if (active) begin
            if (count < 150) begin
                decimal <= shift_reg[395:392];
                shift_reg[399:392] = 8'h00;
                shift_reg <= (shift_reg << 3) + (shift_reg << 1);
                count <= count + 1;
                valid <= 1;   
                done <= 0;    
            end else begin
                valid <= 0;   
                done <= 1;
                active <= 0;
            end
        end else begin
            valid <= 0;   
            done <= 0;
        end
    end
endmodule
```

## flow/config.mk

```make
export PLATFORM = sky130hd
export DESIGN_NAME = convert_to_10
export DESIGN_NICKNAME = convert_to_10
export VERILOG_FILES = /design/flow/design.v
export SDC_FILE = /design/flow/constraint.sdc
export NUM_CORES = 4
export LEC_CHECK = 1
export CORE_UTILIZATION = 40
```

## flow/constraint.sdc

```tcl
current_design convert_to_10

set clk_period 60.5
set clk_io_pct 0.2

create_clock -name clk0 -period $clk_period [get_ports {clk}]

set non_clock_inputs [all_inputs -no_clocks]
set_input_delay [expr $clk_period * $clk_io_pct] -clock clk0 $non_clock_inputs
set_output_delay [expr $clk_period * $clk_io_pct] -clock clk0 [all_outputs]
```

## flow/run.sh

```bash
#!/bin/bash
# OpenROAD 26Q1-2900-gdf79404cd8, Yosys 0.63+post, stock flow scripts
make -C /OpenROAD-flow-scripts/flow DESIGN_CONFIG=/design/flow/config.mk WORK_HOME=/design/flow/orfs finish
```

==> notes.md <==
Observations from the implementation run.

Final layout:
- The run gives the area overhead of the layout relative to synthesis as 13.3%.
- The run gives the register area as 8230 sq um.
- The run gives the flip-flop count of the largest register, all copies and words added as 396.
- The run puts the fraction of final layout cells with drive strength greater than 1 at 3.84%.
- Counting the fill cells in the layout gives 12,700.
- The run puts the core occupancy in the finished layout at 45.9%.
- The run gives the logic area as about 40,000 sq um.

Global routing:
- The run puts the initial antenna violation count at 18.
- The run gives the largest net degree at the start of global routing as 104.
- The run gives the final global-route overflow total as 0.
- The run gives the overall track demand over capacity in global routing as approximately two fifths.
- The run puts the number of global-route vias before repair at 56,100.
- The run puts the global-route met3 utilization at 9.92%.
- Global routing used 57.2% of the available met1 tracks.
- In this run the most used layer during global routing was met2.
- The first global-routing pass estimated 373,000 um of wire.
- For met2 alone, demand over resource in global routing was 59.2%.

Die:
- The floorplan has 129 rows.
- The run gives the core utilization before placement as 40.6%.
- The run puts the overall die width at 357 um.
- The run gives the core outline area as 124,000 sq um.
- The run puts the die area at 128,000 sq um.
- The run gives the vertical die dimension as about 360 um.
- The run gives the top-level port count as ~400.

Final timing:
- For the pin with the worst max-slew slack, the measured transition is 1.06 ns.
- Setup repair after global routing left no endpoint under its margin.
- The run gives the highest achievable clock rate as 64.2 MHz.
- The run puts the final cycle utilization of the critical path at about a quarter.
- The run gives the setup clock skew after layout as 0.0393 ns.
- Max-slew check failures listed in the final report amount to 0.
- The run gives the shortest period the worst path allows as approximately 16 ns.
- The run puts the setup TNS at 0 ns.
- The run puts the number of endpoints with negative hold slack in the final report at 0.
- The run gives the count of endpoints failing setup in the final report as 0.
- Checking max transition, the worst relative margin is around 29%.
- The run gives the worst hold slack after final layout as 0.467 ns.

Worst setup path:
- The run puts the reg2reg setup slack at 54.39 ns.
- By instance count, the cell type seen most on the critical path is sky130_fd_sc_hd__buf_4.
- The number of cells on the worst reg-to-reg path is 15.
- Per the timing report, the most critical flop-to-flop path originates at shift_reg[138].
- The largest single stage delay on the critical path is 0.67 ns.
- In the setup report, the worst path falls into the class in2reg.
- For the worst reg-to-reg path, the endpoint reported by OpenROAD is shift_reg[335].
- STA classifies the critical path startpoint as an input pin.
- The critical path's slowest stage uses the library cell sky130_fd_sc_hd__buf_4.
- The run gives the critical path arrival as 16.13 ns.
- The run puts the maximum fanout count along the critical path at 68.
- STA classifies the critical path endpoint as a flop.
- The run puts the required time of the critical path at ~61 ns.
- For reference, the critical path cell chain is buf_8, buf_4, buf_4, buf_4, buf_4, buf_4, nor3_1, a2111oi_0.

Drt:
- The run puts the number of vias after detailed routing at approximately 60,000.
- The routed design has about 260,000 um of wire.
- The script parses the final routing iteration and logs DRC violations as 0.
- Nets still carrying antenna violations after routing amount to 0.
- The run gives the number of DRC markers in iteration 0 as 5,833.
- The run gives the via-per-instance ratio as about 6.4.
- The run gives the number of iterations in the first detailed-routing pass as 8.
- The run gives the routed wire length per instance as 27.4 um.

CTS:
- Counting along the longest clock path gives a buffer depth of 3.
- The run gives the total number of H-tree levels as 2.
- Per the CTS log, the root buffer master is sky130_fd_sc_hd__clkbuf_16.
- The run puts the clock sink count at just over 400.
- TritonCTS built the clock tree.
- The report puts the hold buffer count at CTS at 0.
- The later pin in the worst-skew pair is clocked with a latency of 0.70 ns.
- In the CTS report, the clock slew at the register clock pins of the worst setup and hold paths is listed as 0.06 ns.
- The number of gates resized after CTS was 0.
- The run gives the number of buffers added by the clock tree synthesis step as 52.
- The run puts the post-CTS repair timing setup buffer count at 0.

Hold path:
- STA lists the startpoint of the worst hold path as shift_reg[393].
- The most critical min-delay path falls under reg2reg.
- For hold timing, the worst endpoint is decimal[1].
- The run puts the worst hold path cell count at 2.

Synth:
- Ranked by instance count, the synthesized netlist is headed by sky130_fd_sc_hd__a21oi_1 (1,260), sky130_fd_sc_hd__nand2_1 (1,114), sky130_fd_sc_hd__nor2_1 (830), sky130_fd_sc_hd__o21ai_0 (696), sky130_fd_sc_hd__dfxtp_1 (411).
- By area, the combinational part of the netlist is dominated by AND-OR/OR-AND gates.
- The run puts the summed standard-cell area reported by yosys at 50,500 sq um.
- The run gives the fraction of synthesis flops using an asynchronous set or reset pin as 0%.
- Sequential elements use 16.3% of the synthesized area.
- The commonest register cell is sky130_fd_sc_hd__dfxtp_1.
- The run gives the mean instance size in the synthesized netlist as 6.55 sq um.
- The run gives the cell type with the largest total area as sky130_fd_sc_hd__dfxtp_1.
- The run puts the compound-gate portion of the synthesized area at a little under two fifths.
- Summing the areas of all fa, ha and maj instances in the mapped netlist gives about a tenth of the synthesized area.
- After synthesis, the largest area contributor takes up 16.3% of total cell area.
- The run gives the Yosys warning count as 1.
- The run puts the yosys stat cell total at 7,703.
- Sorting the synthesis cell report by count puts at the top sky130_fd_sc_hd__a21oi_1.
- The run gives the synthesized area as 50,500 sq um.
- The run gives the synthesized-area fraction occupied by and/or/nand/nor cells as between 20% and 30%.
- The main area contributors are sky130_fd_sc_hd__dfxtp_1 (16%), sky130_fd_sc_hd__a21oi_1 (12%), sky130_fd_sc_hd__ha_1 (9.7%).
- Counting every instance in the synthesized netlist gives 7,703.
- The run gives the synthesized-area fraction occupied by xor and xnor cells as 6.30%.
- The run gives the number of flops mapped to enable cells by yosys as 0.
- The run gives the share of synthesized area spent on multiplexers as 0.240%.
- The run puts the number of synthesized register bits at between 400 and 500.
- The run gives the number of distinct library cell variants in the gate-level netlist after synthesis as 107.

Power:
- The run gives the maximum ir drop on the vdd rail as approximately 24 uV.
- The run gives the total power of the final layout as 0.00106 W.
- The analysis attributes to cell leakage a power of between 20 and 25 nW.
- The run gives the ratio of total power to cell area as 18.5 nW/um^2.

Placement:
- The run puts the weighted congestion reported at the end of routability-driven placement at 1.07.
- The run puts the number of input and output port buffers inserted at 404.
- The run gives the estimated wirelength of the detail-placed design as roughly 220,000 um.

Run:
- The run gives the max capacitance violation total as 0.
- In this run the tools logged warnings totalling 32.

Status:
- The run finished with clean final reports.
report_power, final:
group          leakage, nW  total (W)  switching, W  internal, W
registers             3.40   0.000315     0.0000232     0.000291
clock network        0.879   0.000338      0.000143     0.000195
logic                 17.5   0.000404      0.000260     0.000143
cells in the final DEF, fill, tap and decap left out, types with 25 or more instances in the layout:
cell type,count
sky130_fd_sc_hd__a211oi_1,50
sky130_fd_sc_hd__a21boi_0,47
sky130_fd_sc_hd__a21o_1,196
sky130_fd_sc_hd__a21oi_1,1260
sky130_fd_sc_hd__a221oi_1,54
sky130_fd_sc_hd__a31oi_1,76
sky130_fd_sc_hd__and2_1,26
sky130_fd_sc_hd__and3_1,77
sky130_fd_sc_hd__and4_1,40
sky130_fd_sc_hd__buf_4,89
sky130_fd_sc_hd__clkbuf_16,52
sky130_fd_sc_hd__clkdlybuf4s50_1,402
sky130_fd_sc_hd__dfxtp_1,411
sky130_fd_sc_hd__ha_1,391
sky130_fd_sc_hd__inv_1,125
sky130_fd_sc_hd__nand2_1,1113
sky130_fd_sc_hd__nand3_1,118
sky130_fd_sc_hd__nand4_1,275
sky130_fd_sc_hd__nor2_1,828
sky130_fd_sc_hd__nor3_1,165
sky130_fd_sc_hd__nor4_1,66
sky130_fd_sc_hd__o211a_1,82
sky130_fd_sc_hd__o211ai_1,37
sky130_fd_sc_hd__o21a_1,69
sky130_fd_sc_hd__o21ai_0,696
sky130_fd_sc_hd__o21ai_1,38
sky130_fd_sc_hd__o21bai_1,147
sky130_fd_sc_hd__o22ai_1,25
sky130_fd_sc_hd__o31ai_1,45
sky130_fd_sc_hd__or2_2,29
sky130_fd_sc_hd__or3_1,28
sky130_fd_sc_hd__xnor2_1,226
sky130_fd_sc_hd__xor2_1,137
area by class of cell:
cell class | instances | area share, %
Sequential cell | 411 | 14.4
Multi-Input combinational cell | 6678 | 69.7
Clock inverter | 26 | 0.576
Tap cell | 1637 | 3.58
Timing Repair Buffer | 495 | 8.33
Inverter | 128 | 0.858
Antenna cell | 6 | 0.0263
Clock buffer | 65 | 2.54
routing by layer:
metal  wire length [um]  vias up
li1                   -    28500
met4              11100       22
met5                151        -
met1             114000    28600
met3              24400      418
met2             109000     2586
worst max-delay path by stage:
| stage | from | endpoint | slack (ns) | cells after the start |
|---|---|---|---|---|
| 5_1_grt | start | shift_reg[128] | 44.63 | 8 |
| 4_1_cts | start | shift_reg[128] | 45.07 | 8 |
| 6_report | start | shift_reg[128] | 44.94 | 8 |
kinds of logic after synthesis:
group	Yosys count
adders and majority gates	392
buffers and inverters	614
xor gates and xnor gates	363
muxes	12
and+or+nand+nor	2864
AOI/OAI and AO/OA	3047
DFF	411
critical path: cells and delay by family:
kind                   cells  cell delay, ns
buffers and inverters      6            3.38
AND-OR/OR-AND              1            0.36
AND/OR/NAND/NOR            1            0.11
per-stage QoR:
| step | std cells | area (sq um) | setup WS [ns] |
|---|---|---|---|
| floorplan | 7703 | 50500 | 46.89 |
| detailed placement | 9349 | 55400 | 44.31 |
| global route | 9443 | 57200 | 44.63 |
| global placement | 9349 | 55400 | 44.36 |
| finish | 9446 | 57200 | 44.94 |
| CTS | 9440 | 57100 | 45.07 |
Power is estimated from default activity; no workload was simulated.
