==> ./design.v <==
module divider_400bit (
    input wire clk,
    input wire rst,
    input wire start,
    input wire [399:0] dividend,
    input wire [7:0] divisor,
    output reg [399:0] quotient,
    output reg done
);
    reg [7:0] residue;     
    reg [5:0] index;        
    reg working;            
    reg [15:0] current;     
    always @(posedge clk or posedge rst) begin
        if (rst) begin
            quotient <= 400'd0;
            residue <= 8'd0;
            index <= 0;
            working <= 0;
            done <= 0;
        end else begin
            if (start && !working) begin
                quotient <= 400'd0;
                residue <= 8'd0;
                index <= 0;
                working <= 1;
                done <= 0;
            end else if (working) begin
                current = {residue, dividend[399 - 8*index -: 8]};
                quotient[399 - 8*index -: 8] <= current / divisor;
                residue <= current % divisor;   
                if (index == 49) begin
                    working <= 0;
                    done <= 1;
                end else begin
                    index <= index + 1;
                end
            end else begin
                done <= 0;
            end
        end
    end
endmodule
==> ./run.sh <==
#!/bin/bash
# OpenROAD 26Q1-2900-gdf79404cd8, Yosys 0.63+post, stock flow scripts
make -C /OpenROAD-flow-scripts/flow DESIGN_CONFIG=/design/flow/config.mk WORK_HOME=/design/flow/orfs finish
==> ./config.mk <==
export PLATFORM = sky130hd
export DESIGN_NAME = divider_400bit
export DESIGN_NICKNAME = divider_400bit
export VERILOG_FILES = /design/flow/design.v
export SDC_FILE = /design/flow/constraint.sdc
export NUM_CORES = 4
export LEC_CHECK = 1
export CORE_AREA = 10 10 414 414
export DIE_AREA = 0 0 424 424
==> ./constraint.sdc <==
current_design divider_400bit

set clk_period 38.3
set clk_io_pct 0.2

create_clock -name clk0 -period $clk_period [get_ports {clk}]

set non_clock_inputs [all_inputs -no_clocks]
set_input_delay [expr $clk_period * $clk_io_pct] -clock clk0 $non_clock_inputs
set_output_delay [expr $clk_period * $clk_io_pct] -clock clk0 [all_outputs]
==> deck_impl_summary.md <==
Run Summary

Critical path
  – Critical Path Sink Type: flop
  – Crit-path slowest cell: or4_4
  – Crit path DAT: 36.70 ns
  – Critical path class: in2reg
  – Most used cell, CP: o21a_1
  – Crit path largest cell delay: 0.61 ns
  – Worst Path Required: 38.80 ns
  – Critical Path Start Type: input pin
  – Crit path max fanout: 8

Logic synthesis
  – Mapped cell area: 26800 um^2
  – Top post-synthesis cells by area: dfrtp_1, mux4_2, nand2_1
  – Dominant cell type by area after synthesis: dfrtp_1
  – Synthesized instance count: 3049
  – Yosys cell types: 99
  – Ys async rst share: 100%
  – Yosys Instances: 3049
  – Dominant register cell: dfrtp_1
  – Yosys Warn Count: 1
  – Top cells by count, synth: nand2_1, dfrtp_1, o21ai_0
  – Mapped Avg Cell Area: 8.80 um^2
  – Post-synth regs: 416
  – EDFF count, synth: 0
  – Most frequent cell after synthesis: nand2_1
  – Yosys stat area: 26800 um^2
  – Top-area cell share: 38.8%
  – Seq share, synth: 38.8%

Final timing
  – Final hold violation count: 0
  – Max Slew Vio Count: 0
  – Worst slew pin tran: 0.879 ns
  – Min Tclk post-route: 36.20 ns
  – Setup-failing EPs final: 0
  – Max Fclk: 27.6 MHz
  – Hold WS: 0.473 ns
  – Clock skew: 0.0350 ns
  – Setup TNS: 0 ns
  – Slew headroom: 40.9%
  – Final Cycle Share: 94.5%

Placed design
  – Placed cell area: 37900 um^2
  – Post-Place Cells: 5953
  – Port bufs: 811
  – GP Congestion: 0.921
  – Post-DP HPWL: 107000 um

Die
  – Rows: 148
  – Core box area: 163000 um^2
  – Die width: 424 um
  – Die area: 180000 um^2
  – Core Util at FP: 16.5%
  – Die height: 424 um
  – I/O pin cnt: 812

Detailed routing
  – Wirelength per Cell: 23.0 um
  – Drc violations: 0
  – Routed via count: 27.1k
  – Via-to-Cell Ratio: 4.45
  – Final antenna-violating net count: 0
  – DRT Wirelength: 140000 um
  – DR iter-0 viols: 1748
  – TritonRoute pass-1 iters: 7

Cells and area
  – Syn-to-layout area delta: 49.0%
  – Share of cells above drive strength 1: 11.5%
  – Final cell count without fillers: 6075
  – Fin area: 40000 um^2

Clock tree
  – Clk pin slew, worst setup/hold paths: 0.06 ns
  – Clock Latency Late Sink: 0.64 ns
  – Clk sinks: 416
  – H-tree depth: 2
  – Num CTS Buffers: 50
  – Root Buffer: clkbuf_16
  – CTS tree: yes
  – Hold buffers post-CTS: 0
  – Clock tree buffer depth: 3

Run
  – OpenROAD warnings: 35
  – Max_cap viols: 0

Status
  – Outcome: complete, no violations

Min path
  – Hold WC Path Type: reg2reg

Global routing
  – Largest net degree at the start of global routing: 130
  – GRT overflow: 0
  – Initial antenna violation count: 16
  – Gr usage total: 15.1%
  – Global-route wire length before repair: 197000 um
  – Vias in the first global route: 27.2k
==> per-stage QoR <==
step | utilization, % | setup WS (ns)
2_1_floorplan | - | 0.622
3_3_place_gp | 23.3 | 0.0942
3_5_place_dp | 23.3 | -0.529
4_1_cts | 24.3 | 0.0191
5_1_grt | 24.6 | -0.0643
6_report | 24.6 | 2.10
==> registers in the layout (all words and copies together), names as in the netlist <==
signal and count:
quotient 400, done 1, index 6, working 1
residue 8
==> worst paths after layout <==
kind                                from             to  slack [ns]  cells after the start
setup / recovery              divisor[6]     residue[4]        2.10                    138
hold / removal             quotient[229]  quotient[229]        0.47                      2
min in group asynchronous            rst  quotient[284]        7.53                      2
hold reg to reg            quotient[229]  quotient[229]        0.47                      2
max in group asynchronous            rst  quotient[376]       28.31                      5
setup reg to reg              residue[7]     residue[4]        9.47                    137
==> worst max-delay path: cells and delay by family <==
family,cells,cell delay [ns]
mux,12,3.43
simple gates,33,5.63
compound gates,68,13.85
buf+inv,10,1.63
fa+ha+maj,15,4.52
==> per-layer routing <==
metal	vias up	share of wire (%)	global-route usage (%)
li1	12700	-	-
met1	13200	38	17.8
met2	931	50	26.1
met3	239	6.4	3.51
met4	12	5.3	6.48
met5	-	0.049	0
==> layout make-up <==
type,count,area (um^2)
antenna,9,22.5
clock buffer,75,1450
clock inverter,17,183
fill,17400,123000
inverter,53,211
multi-input combinational,2401,15900
sequential,416,10400
tap,2175,2720
timing repair buffer,929,9100
==> timing repair <==
item                                    in CTS  in global routing
setup buffers                                0                 18
endpoints found under the setup margin       0                106
gates resized                                0                 62
==> cells by family (layout without fill, tap and decap cells) <==
logic type	Yosys count	in the layout	synth area share [%]
adder cells (fa/ha/maj)	115	115	5.39
XOR/XNOR	53	53	1.76
other	0	9	0
AND-OR/OR-AND	924	924	20.6
buffers and inverters	233	1074	3.62
flip-flops	416	416	38.8
multiplexers	182	182	11.7
AND/OR/NAND/NOR	1126	1127	18.1
==> layout by cell type, fill, tap and decap left out, types with 34 or more instances in the layout <==
cell type,instances
clkdlybuf4s50_1,809
nand2_1,601
dfrtp_1,413
o21ai_0,401
nor2_1,249
a21oi_1,221
ha_1,112
buf_4,110
mux4_2,102
nand3_1,55
clkbuf_16,52
nor3_1,50
inv_1,49
o21a_1,47
o31ai_1,43
mux2i_1,41
mux2_2,34
