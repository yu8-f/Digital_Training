$ cat ./run.sh
#!/bin/bash
# OpenROAD 26Q1-2900-gdf79404cd8, Yosys 0.63+post, stock flow scripts
make -C /OpenROAD-flow-scripts/flow DESIGN_CONFIG=/design/flow/config.mk WORK_HOME=/design/flow/orfs finish
$ cat ./config.mk
export PLATFORM = sky130hd
export DESIGN_NAME = adder_400bit
export DESIGN_NICKNAME = adder_400bit
export VERILOG_FILES = /design/flow/design.v
export SDC_FILE = /design/flow/constraint.sdc
export NUM_CORES = 4
export LEC_CHECK = 1
export CORE_AREA = 10 10 511 511
export DIE_AREA = 0 0 521 521
$ cat ./constraint.sdc
current_design adder_400bit

set clk_period 96.4
set clk_io_pct 0.2

create_clock -name clk0 -period $clk_period [get_ports {clk}]

set non_clock_inputs [all_inputs -no_clocks]
set_input_delay [expr $clk_period * $clk_io_pct] -clock clk0 $non_clock_inputs
set_output_delay [expr $clk_period * $clk_io_pct] -clock clk0 [all_outputs]
$ cat ./design.v
`timescale 1ns / 1ps
module adder_400bit (
    input wire clk,
    input wire rst,
    input wire start,
    input wire [399:0] a,
    input wire [399:0] b,
    output reg [399:0] sum,
    output reg done
);
    reg [7:0] temp_sum;
    reg carry;
    integer i;
    always @(posedge clk) begin
        if (rst) begin
            sum <= 0;
            done <= 0;
        end else if (start) begin
            carry = 0;
            for (i = 0; i < 50; i = i + 1) begin
                {carry, temp_sum} = a[i*8 +: 8] + b[i*8 +: 8] + carry;
                sum[i*8 +: 8] <= temp_sum;
            end
            done <= 1;
        end else begin
            done <= 0;
        end
    end
endmodule
==> notes.md <==
Implementation results

The flow ran to the end, and the final reports show no timing, DRC or antenna violations. Counting instances in the post-synthesis netlist gives the leading cell types as dfxtp_1 (401), ha_1 (350), nand2b_1 (341). No sink is reached through more buffers than the 3 on the longest clock path. The routed length per placed instance is around 25 um.

The H-tree depth reported by CTS is 2. The I/O pin count is 1204. The number of hold violations in the final report is 0. The finished layout holds around 8500 standard cells, fillers aside. Internal power comes to about 0.00048 W.

The cell count in the Yosys report is ~3800. The number of vias in the routed layout is approximately 36000. The clock sink total is ~400. The count of tool warnings is 30. During placement, the flow inserted port buffers numbering approximately 1200.

In this run the worst hold path is classified as flop to flop. The largest single stage delay on the critical path is roughly 0.48 ns. The sequential share of the synthesized area is between 20% and 30%.

The final power report lists total power as approximately 0.00073 W. Per report_power, the combinational group accounts for 37.8% of the total. According to the report, the first pass of detailed routing completed in 6 iterations.

STA puts the critical path data required time at between 90 and 100 ns. The clock share of power is between 30% and 40%. In this run, synthesis inferred 0 flip-flops with an integrated enable. For this run, the chip area from Yosys synthesis comes to 0.0333 mm^2. The summed instance area of the synthesized netlist is 0.0333 mm^2. The placed cell count is between 8000 and 9000. Derived from the worst setup path, the maximum achievable clock frequency is roughly 11 MHz. After layout, the setup clock skew is reported as 0 ns. The sequential cell fraction of total power is about 27%. The critical setup path kind is primary input to flop. The CTS buffer count is 61. The detailed router finished its first iteration with around 2400 violations. Of the available clock period, the critical path in the final layout requires a little over nine tenths. The first global-routing pass estimated approximately 290000 um of wire. The initial antenna violation count is approximately 69. Warnings reported by Yosys during synthesis add up to 1. The number of endpoints failing setup at the final stage is 0. From bottom edge to top edge, the die measures about 520 um.

Per the synthesis report, the single largest cell type by area occupies between 20% and 30% of cell area. At the floorplan stage, the core utilization is reported as between 10% and 20%. The leakage power figure is between 20 and 25 nW.

Per the OpenROAD floorplan log, the area of the core is around 0.25 mm^2. For reference, the final report shows the max-slew violation count at 0. The dominant cell type by count on the critical path is fa_2.

STA classifies the critical path endpoint as a flop. The placement row count is roughly 180. The hold buffer count at cts is 0. Cells fill between 20% and 30% of the core in the end. The synthesis report lists the most area-consuming cells as dfxtp_1 (24%), ha_1 (13%), nand2b_1 (6.4%). The via density per instance is 4.21. The arrival time at the worst endpoint is 94.23 ns. The clock period could shrink to roughly 94 ns.

The final weighted congestion in routability-driven placement is between 0.9 and 1. The post-synthesis to final-layout area growth is 59.5%. The highest ir drop seen on vdd is roughly 0.000014 V.

The async set-reset flop share out of synthesis is 0%. The width of the die is between 500 and 600 um. At the later pin of the worst-skew pair, clock insertion delay measures approximately 0.70 ns. The flop and latch count out of synthesis is roughly 400.

The net switching power in the latest report is roughly 0.00025 W. The max-slew headroom at the worst pin is 46.8%. The synthesis report names the predominant flop master as dfxtp_1. The final antenna-violating net count is 0. TritonRoute reported its final design rule violation total as 0. STA classifies the critical path startpoint as a primary input. The tally of max-capacitance violations is 0.

The largest net degree at the start of global routing is around 120. The overall fraction of global-route tracks in use is between 15 and 20%. The clock tree from TritonCTS is built.

The clock root buffer is clkbuf_16. The register clock-pin slew on the reported worst setup and hold paths is 0.06 ns. The leading area contributor after synthesis is dfxtp_1. In the final layout, the fill cell count is about 27000. The final worst-path setup slack is approximately 2.8 ns. At the pin with the least slew margin, the transition time is 0.778 ns. Looking at the critical path, the single cell with the biggest stage delay is fa_2. The setup TNS is 0 ns. Synthesis produced a netlist whose cell count is between 3000 and 4000. The share of post-route cells with drive strength above 1 is between 10% and 20%. The HPWL after detailed placement is 183000 um. A synthesized cell averages roughly 8.8 um^2. The chip area is ~0.27 mm^2. Net switching is between 30% and 40% of the power. The synthesized netlist contains between 50 and 60 unique library cells. The library cell with the highest instance count after synthesis is dfxtp_1. The number of global-route vias before repair was around 35000.

The final routed wirelength across all metal layers is about 210000 um. Per the post-place timing report, worst setup slack is -5.30 ns. For this design the ratio of total power to cell area is 13.6 mW/mm^2. The largest fanout on the critical path is 4. Summed over all layers, the global routing overflow is 0.
final cells by class:
type | instances | area, um^2 | area share [%]
Clock buffer | 84 | 1800 | 3.38
Tap cell | 3330 | 4170 | 7.84
Antenna cell | 15 | 37.5 | 0.0706
Multi-Input combinational cell | 3037 | 24300 | 45.7
Timing Repair Buffer | 1436 | 13800 | 26.0
Sequential cell | 401 | 8030 | 15.1
Clock inverter | 32 | 402 | 0.755
Inverter | 166 | 623 | 1.17
layer usage:
metal,up-vias,wire [um],track usage [%]
met1,17100,87200,19.0
met3,236,27000,7.98
met4,16,4750,2.31
met2,1471,94100,23.8
met5,-,102,0
li1,17000,-,-
metrics by stage:
stage,area [um^2],hold slack [ns]
after floorplan,33300,0.431
final,53200,0.471
after detailed placement,50100,0.462
after CTS,52500,0.473
after global routing,53100,0.491
after global placement,50100,0.456
layout by cell type, fill, tap and decap left out, types with 30 or more instances in the layout:
cell             instances
a2111o_1                47
a211o_1                148
a211oi_1                79
a21o_1                 115
a21oi_1                201
a21oi_2                 45
buf_4                  230
clkbuf_16               63
clkdlybuf4s50_1       1201
dfxtp_1                401
fa_2                    99
ha_1                   349
inv_1                  165
mux2i_1                100
nand2_1                210
nand2b_1               340
nand3_1                108
nor2_1                 224
nor3b_1                 74
nor4_1                  30
o2111ai_1               46
o21a_1                  82
o21ai_0                 85
o21ai_2                 34
o22ai_1                 49
o311ai_1                50
o32a_1                  94
or3_1                   31
or4_1                   70
xnor2_1                 99
path summary, 6_finish.rpt:
check | startpoint | endpoint | slack [ns] | depth (start not counted)
max reg2reg | sum[134] | sum[134] | 95.34 | 3
max | a[0] | sum[396] | 2.75 | 307
min reg2reg | sum[331] | sum[331] | 0.47 | 2
min | sum[331] | sum[331] | 0.47 | 2
flip-flops by register name, summed over array words and instances, names as in the netlist:
| name | flops |
|---|---|
| done | 1 |
| sum | 400 |
what timing repair did:
item / CTS / global route
resized: 112 / 122
pin swaps: 20 / 154
endpoints found under the setup margin: 25 / 23
buffers inserted: 4 / 38
power groups by stage:
stage,registers [W],clock network [W],logic (W)
finish,0.000199,0.000252,0.000274
global route,0.000201,0.000267,0.000302
CTS,0.000200,0.000263,0.000272
logic make-up (layout without fill, tap and decap cells):
group	Yosys count	in the layout	synth area share (%)
buffers and inverters	346	1718	4.82
AND-OR/OR-AND	1192	1192	26.7
XOR/XNOR	100	100	2.63
flip-flops	401	401	24.1
other	0	15	0
multiplexers	100	100	3.00
adder cells (fa/ha/maj)	449	449	19.1
AND/OR/NAND/NOR	1196	1196	19.7
critical path, delay by kind of cell:
kind | cells | cell delay [ns]
and+or+nand+nor | 2 | 0.35
AOI/OAI and AO/OA | 198 | 35.47
adders and majority gates | 100 | 37.82
buffers and inverters | 7 | 1.30
Power is estimated from default activity; no workload was simulated.
